==> /design/flow/design.v <==
module control(in,regdest,alusrc,memtoreg,regwrite,memread,memwrite,branch,aluop1,aluop2,jump,funct);
input [5:0] in,funct;
output reg alusrc,regwrite,memread,memwrite,branch,aluop1,aluop2; 
output reg [1:0] jump,regdest,memtoreg; 	 
reg rformat,lw,sw,beq;
always @(in) begin
	aluop2 =1;
	aluop1=0;
	 case (in)
	  	6'b000000:	 
	 	begin
		 if((~funct[4])&(~funct[4])&(funct[3])&(~funct[2])&(~funct[1])&(~funct[0]))   
			begin
			 jump = 2'b10;
			 memwrite = 1'b0;  
		 	 regwrite = 1'b0;  
		 	 end
		 else   begin
			rformat=~|in;
		 	lw=in[5]& (~in[4])&(~in[3])&(~in[2])&in[1]&in[0];
		 	sw=in[5]& (~in[4])&in[3]&(~in[2])&in[1]&in[0];
		 	beq=~in[5]& (~in[4])&(~in[3])&in[2]&(~in[1])&(~in[0]);
			regdest=rformat;
		 	alusrc=lw|sw;
		 	memtoreg=lw;
			regwrite=rformat|lw;
		 	memread=lw;
		 	memwrite=sw;
		 	branch=beq;
		 	aluop1=rformat;
		 	aluop2=beq; 
		 	jump = 2'b00;  
			end
		end
		6'b000010:	 
		begin
			regdest = 2'b00;  
			memtoreg = 2'b00;    
			jump = 2'b01;  
			branch = 1'b0;  
			memread = 1'b0;  
			memwrite = 1'b0;  
			alusrc = 1'b0;  
			regwrite = 1'b0;
			aluop1= 1'b0;
			aluop2=1'b0;  
		end
		6'b000011:	 
		begin
			regdest = 2'b10;  
			memtoreg = 2'b10;    
			jump = 2'b01;    
			memwrite = 1'b0;    
			regwrite = 1'b1;
			aluop1= 1'b0;
			aluop2=1'b0; 
		end
		6'b101011:	 
		begin
			regdest = 2'b00;  
			memtoreg = 2'b00;   
			jump = 2'b00;  
			branch = 1'b0;  
			memread = 1'b0;  
			memwrite = 1'b1;  
			alusrc = 1'b1;  
			regwrite = 1'b0;
			aluop1= 1'b0;
			aluop2=1'b0; 
		end
		6'b100011:	 
		begin 
			regdest = 2'b00;  
			memtoreg = 2'b01;  
			jump = 2'b00;  
			branch = 1'b0;  
			memread = 1'b1;  
			memwrite = 1'b0;  
			alusrc = 1'b1;  
			regwrite = 1'b1;
			aluop1= 1'b0;
			aluop2=1'b0; 
		end
		 6'b001000:	 
		begin 
			regdest = 2'b00;  
			memtoreg = 2'b00;    
			jump = 2'b00;  
			branch = 1'b0;  
			memread = 1'b0;  
			memwrite = 1'b0;  
			alusrc = 1'b1;  
			regwrite = 1'b1;
			aluop1=1'b0;
			aluop2=1'b0;
		end
		6'b001100:	 
		begin
			regdest = 2'b00;  
			memtoreg = 2'b00;    
			jump = 2'b00;  
			branch = 1'b0;  
			memread = 1'b0;  
			memwrite = 1'b0;  
			alusrc = 1'b1;  
			regwrite = 1'b1;
			aluop1=1'b0;
			aluop2=1'b1;
		end
	  6'b001101:	 
		begin 
			regdest = 2'b00;  
			memtoreg = 2'b00;   
			jump = 2'b00;  
			branch = 1'b0;  
			memread = 1'b0;  
			memwrite = 1'b0;  
			alusrc = 1'b1;  
			regwrite = 1'b1;
			aluop1= 1'b0;
			aluop2=1'b0;
		end
		6'b000100:	 
		begin 
			regdest = 2'b00;  
			memtoreg = 2'b00;    
			jump = 2'b00;  
			branch = 1'b1;  
			memread = 1'b0;  
			memwrite = 1'b0;  
			alusrc = 1'b0;  
			regwrite = 1'b0;  
			aluop1= 1'b0;
			aluop2=1'b0;
		end
		6'b000101:	 
		begin
			regdest = 2'b00;  
			memtoreg = 2'b00;   
			jump = 2'b00;  
			branch = 1'b1;  
			memread = 1'b0;  
			memwrite = 1'b0;  
			alusrc = 1'b0;  
			regwrite = 1'b0;  
			aluop1= 1'b0;
			aluop2=1'b0; 
		end
		6'b000001:	 
		begin
			regdest = 2'b00;  
			memtoreg = 2'b00;   
			jump = 2'b00;  
			branch = 1'b1;  
			memread = 1'b0;  
			memwrite = 1'b0;  
			alusrc = 1'b0;  
			regwrite = 1'b0;  
			aluop1= 1'b0;
			aluop2=1'b0;
		end
		6'b000111:	 
		begin
			regdest = 2'b00;  
			memtoreg = 2'b00;   
			jump = 2'b00;  
			branch = 1'b1;  
			memread = 1'b0;  
			memwrite = 1'b0;  
			alusrc = 1'b0;  
			regwrite = 1'b0;  
			aluop1= 1'b0;
			aluop2=1'b0;
		end
		6'b000110:	 
		begin
			regdest = 2'b00;  
			memtoreg = 2'b00;    
			jump = 2'b00;  
			branch = 1'b1;  
			memread = 1'b0;  
			memwrite = 1'b0;  
			alusrc = 1'b0;  
			regwrite = 1'b0;  
			aluop1= 1'b0;
			aluop2=1'b0;
		end
		6'b000001:	 
		begin
			regdest = 2'b00;  
			memtoreg = 2'b00;    
			jump = 2'b00;  
			branch = 1'b1;  
			memread = 1'b0;  
			memwrite = 1'b0;  
			alusrc = 1'b0;  
			regwrite = 1'b0;  
			aluop1= 1'b0;
			aluop2=1'b0;
		end
		default:
		begin
		 rformat=~|in;
		 lw=in[5]& (~in[4])&(~in[3])&(~in[2])&in[1]&in[0];
		 sw=in[5]& (~in[4])&in[3]&(~in[2])&in[1]&in[0];
		 beq=~in[5]& (~in[4])&(~in[3])&in[2]&(~in[1])&(~in[0]);
		 regdest=rformat;
		 alusrc=lw|sw;
		 memtoreg=lw;
		 regwrite=rformat|lw;
		 memread=lw;
		 memwrite=sw;
		 branch=beq;
		 aluop1=rformat;
		 aluop2=beq; 
		 jump = 2'b00;
		end
	 endcase
end
endmodule
==> /design/flow/run.sh <==
#!/bin/bash
# OpenROAD 26Q1-2900-gdf79404cd8, Yosys 0.63+post, stock flow scripts
make -C /OpenROAD-flow-scripts/flow DESIGN_CONFIG=/design/flow/config.mk WORK_HOME=/design/flow/orfs finish
==> /design/flow/config.mk <==
export PLATFORM = sky130hd
export DESIGN_NAME = control
export DESIGN_NICKNAME = control
export VERILOG_FILES = /design/flow/design.v
export SDC_FILE = /design/flow/constraint.sdc
export NUM_CORES = 4
export LEC_CHECK = 1
export CORE_AREA = 10 10 70 70
export DIE_AREA = 0 0 80 80
==> /design/flow/constraint.sdc <==
current_design control

set clk_period 2.3
set clk_io_pct 0.2

create_clock -name clk0 -period $clk_period

set non_clock_inputs [all_inputs -no_clocks]
set_input_delay [expr $clk_period * $clk_io_pct] -clock clk0 $non_clock_inputs
set_output_delay [expr $clk_period * $clk_io_pct] -clock clk0 [all_outputs]
==> reports/metrics.yaml <==
cpMaxStageDelayCell: "clkdlybuf4s50_1"
logic_area_um2: 213
synth_warnings: 1
die_x_um: 80
antenna_found_initial: 0
maxSlewViolCount: 0
max_stage_delay_ns: 0.42
startpoint_type: "input pin"
final.setup.tns_ns: 0
min_from: "funct[1]"
grt_max_degree: 9
p_leak_nw: 0.333
fin_crit_sh_pct: 97.3
grt_pass1_wl_um: 1790
worstHoldEndpoint: "jump[1]"
ys_chip_area_um2: 312
crit_type: "in -> out"
area_growth_pct: 137
untimed_endpoints: 14
fill_cells: 386
critPathTopFamily: "buffers and inverters"
power_density_mw_per_mm2: 75.6
crit_start: "funct[4]"
setup_viol: 0
hold_violations: 0
fp_util_pct: 9.12
syn_area_per_cell_um2: 7.99
routed_wl_um: 1180
io_buffers: 24
syn-cell-area_um2: 312
postRouteAntennaNets: 0
chipArea_mm2: 0.00640
holdPathStages: 5
rows: 21
drt_iter0_markers: 59
vdd_ir_drop_max_mv: 0.0146
unclocked_pins: 7
worst-path-max-fanout: 2
dpl_cell_area_um2: 683
hold_buffers: 0
ys_cells: 39
cp_common_cell: "clkdlybuf4s50_1"
hpwl_um: 1020
warnings: 33
vias: 429
ios: 25
gp_congestion: 0.762
via_per_inst: 3.46
max_slew.worst_pin.slew_ns: 0.256
gr-total-overflow: 0
rsz0062_at_grt: "no"
status: "completed"
final_area_um2: 737
lay_top_cells: "15 x buf_4, 12 x clkdlybuf4s50_1, 7 x dlxtn_1, 7 x dlygate4sd2_1, 3 x nor2_1"
finalCriticalPeriod_ns: 2.24
arrival_ns: 1.78
grt_usage_pct: 3.31
drc: 0
first_global_vias: 399
routedWlPerCell_um: 9.54
detail_route.first_pass.iterations: 4
critical_path.cell_chain: "clkdlybuf4s50_1, nor4_1, buf_4, nor2_1, clkdlybuf4s50_1"
fmax_ghz: 0.447
yosysUniqueCellTypes: 23
synth_cells: 39
layout_top_cell: "buf_4"
diodes: 0
drv_cap: 0
ff_latch_area_um2: 105
worstSetupEndpointType: "output port"
hp-class: "in -> out"
numSynthFlops: 7
slew_headroom_pct: 82.8
required_ns: 1.84
crit_buf_inv: 3
drive_gt1_share_pct: 35.9
die_h_um: 80
core-area_mm2: 0.00342
-- cell usage after synthesis (all sizes together) --
master | number | area, um^2
a21oi | 2 | 10.0
a31oi | 1 | 6.26
and2 | 1 | 6.26
and3 | 2 | 12.5
and4bb | 1 | 12.5
buf | 2 | 16.3
dlxtn | 7 | 105
inv | 2 | 7.51
nand2 | 1 | 6.26
nand2b | 2 | 12.5
nand3 | 1 | 5.00
nand4 | 1 | 6.26
nand4b | 1 | 8.76
nor2 | 5 | 18.8
nor3 | 2 | 10.0
nor3b | 1 | 7.51
nor4 | 3 | 33.8
o21ai | 1 | 5.00
o21bai | 1 | 7.51
o22ai | 1 | 6.26
or4 | 1 | 7.51
-- stage by stage --
stage	setup slack, ns	cells	hold WS [ns]	utilization (%)	power (W)
floorplan	0.666	39	0.992	-	0.0000180
finish	0.0622	124	1.39	21.6	0.0000557
detailed placement	-0.294	119	2.03	20.0	0.0000564
CTS	0.00348	123	1.52	21.2	0.0000555
global route	0.0281	124	1.43	21.6	0.0000601
global placement	-0.273	119	2.02	20.0	0.0000554
-- power breakdown --
group | total (W) | internal [W] | leakage [nW] | switching (W)
Sequential | 0.000000897 | 0.000000892 | 0.0536 | 0.00000000488
Clock | 0 | 0 | 0 | 0
Combinational | 0.0000548 | 0.0000316 | 0.279 | 0.0000232
Total | 0.0000557 | 0.0000325 | 0.333 | 0.0000232
-- cells by family (layout without fill, tap and decap cells) --
group                  after synthesis  after routing  share of synthesized area [%]
AND/OR/NAND/NOR                     22             22                           47.4
AND-OR/OR-AND                        6              6                           11.2
buffers and inverters                4             43                           7.63
latches                              7              7                           33.7
-- registers in the layout, summed over array words and instances, names as in the netlist --
name / count
memtoreg: 2
regdest: 2
branch: 1
alusrc: 1
memread: 1
-- worst max path at each step --
stage / cells past startpoint / to / slack, ns
finish: 5 / aluop1 / 0.06
global route: 5 / aluop1 / 0.03
CTS: 5 / jump[0] / 0.003
-- layer usage --
metal / up-vias / wire, um / GRT usage (%)
met5: - / 0 / 0
met4: 0 / 0 / 0
met3: 0 / 86 / 0.455
met2: 12 / 657 / 6.98
met1: 197 / 439 / 3.45
li1: 220 / - / -
-- repair_timing --
| item | 4_1_cts | 5_1_grt |
|---|---|---|
| setup endpoints to repair | 6 | 4 |
| hold endpoints to repair | 0 | 0 |
| buffers inserted | 4 | 1 |
| pin swaps | 5 | 4 |
| gates resized | 23 | 5 |
-- final cells by class --
class	count	area share, %
well taps	46	7.81
inverters	2	1.02
flip-flops and latches	7	14.3
multi-input cells	28	28.9
repair buffers	41	48.0
Power and IR drop assume default switching activity.
