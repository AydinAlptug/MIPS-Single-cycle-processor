### design/flow/run.sh
#!/bin/bash
# OpenROAD 26Q1-2900-gdf79404cd8, Yosys 0.63+post, stock flow scripts
make -C /OpenROAD-flow-scripts/flow DESIGN_CONFIG=/design/flow/config.mk WORK_HOME=/design/flow/orfs finish
### design/flow/config.mk
export PLATFORM = sky130hd
export DESIGN_NAME = custom_mult3_to_1_32
export DESIGN_NICKNAME = custom_mult3_to_1_32
export VERILOG_FILES = /design/flow/design.v
export SDC_FILE = /design/flow/constraint.sdc
export NUM_CORES = 4
export LEC_CHECK = 1
export CORE_AREA = 10 10 71 71
export DIE_AREA = 0 0 81 81
### design/flow/constraint.sdc
current_design custom_mult3_to_1_32

set clk_period 1.0
set clk_io_pct 0.2

create_clock -name clk0 -period $clk_period

set non_clock_inputs [all_inputs -no_clocks]
set_input_delay [expr $clk_period * $clk_io_pct] -clock clk0 $non_clock_inputs
set_output_delay [expr $clk_period * $clk_io_pct] -clock clk0 [all_outputs]
### design/flow/design.v
module custom_mult3_to_1_32(out, i0,i1,i2,s0);
output [31:0] out;
input [31:0]i0,i1,i2;
input [1:0] s0;
assign out =  s0[1] ? i2: (s0[0] ? i1 : i0);
endmodule
==> Slide: Implementation Results <==
Key Metrics from the Run

Routing
  – Starting DRT DRC Count: 39
  – Antenna-violating nets left: 0
  – Wire length per cell: around 16 microns
  – DRC: 0
  – Vias: 1252
  – DR pass1 iterations: 4
  – Ant diodes: 0
  – Via density: 4.273
  – Final wirelength: approximately 4.6 mm

Place
  – Post-DP HPWL: 3.831 mm
  – Number of port buffers: 130
  – DP Worst Slack: -0.5794 ns
  – Cells after DPL: ~280
  – Gpl congestion: 0.8812

Synth
  – Yosys cell count: about 110
  – Synthesized area: 714.4 sq um
  – Post-synthesis cell type count: 8
  – Synth Instances: 107
  – Warnings from Yosys: 0
  – Seq share, synth: 0%
  – Synthesized area per cell: 6.677 sq um
  – Area reported by Yosys stat: 714.4 sq um

Final timing
  – Worst-margin pin slew: 0.1670 ns
  – Crit share post-route: 111.9%
  – Final worst setup slack: -0.1188 ns
  – RSZ-0062 raised after global routing: yes
  – Max-slew violations: 0
  – Final setup viols: 32
  – Tmin final: 1.119 ns
  – Max Fclk: around 0.89 GHz
  – Slew HR: 88.55%
  – Final Hold Fails: 0

Job
  – Tool warnings: 34
  – MaxCap Viol Count: 0

Finish
  – Storage cell area: 0 sq um
  – Most numerous logic cells after layout: dlygate4sd2_1, nand2_1, buf_2
  – Final std cells w/o fill: 293
  – Area growth syn-to-layout: 182.0%
  – Layout cells sized above 1: 22.86%
  – Most used logic cell in the final layout: dlygate4sd2_1
  – # clk buffers: 0
  – Combinational gate area: around 620 sq um
  – Filler cells: 368
  – Seq_cells: 0

Floorplan
  – I/O Pins: roughly 130
  – Core area: 0.003633 sq mm
  – Core Util at FP: 19.66%
  – Die Y: just over 80 microns
  – Rows: 22
  – Die W: 81 microns
  – Die area: 0.006561 sq mm

Global route
  – Vias in the first global route: 1349
  – Global-route wire length before repair: 6.962 mm
  – Initial antenna violation count: 0
  – Total gr overflow: 0
  – Largest net degree at the start of global routing: 16
  – Gr usage total: 13.19%

Critical path
  – Critical path fanouts, max: 5
  – WP data arrival: 0.92 ns
  – CP Launch Type: input pin
  – Required time of the worst setup path: 0.80 ns
  – Critical path class: in -> out
  – CP Capture Type: output port

Power
  – Combinational Power Share: 100.0%
  – Lkg Pwr: ~1.1 nW
  – Int Power: between 500 and 600 uW
  – Switch share: 32.14%
  – P_sw: around 240 uW
  – Tot Pwr: 746.9 uW
  – Sequential power share: 0%
  – Power per Cell Area: 370.8 mW/mm^2
  – Clock power frac: 0%
  – Max IR drop VDD: 156.0 uV

Clock network
  – Hold-fix buffers at CTS: 0

Outcome
  – Violated checks: setup timing
  – Status: finished with violations

Hold path
  – Worst Hold Class: in -> out
synthesized netlist by cell type (all sizes together):
library cell | n | area, sq um
mux2i | 32 | 320.3
nand2 | 32 | 120.1
buf | 11 | 106.4
o21ai | 32 | 167.7
path summary, 6_finish.rpt:
kind / startpoint / to / cells past startpoint
max: s0[0] / out[15] / 6
min: i2[3] / out[3] / 4
power by group through the flow:
| stage | combinational [mW] | clock [mW] | sequential, mW |
|---|---|---|---|
| finish | 0.747 | 0 | 0 |
| global route | 0.823 | 0 | 0 |
| CTS | 0.748 | 0 | 0 |
cell type report:
| type | instances | area share (%) |
|---|---|---|
| multi-input cells | 96 | 30.81 |
| repair buffers | 149 | 66.21 |
| well taps | 48 | 2.981 |
layer usage:
metal | part of all wire, % | GRT usage [%] | vias up
met4 | 0 | 0 | 0
met3 | 11 | 4.677 | 0
met2 | 51 | 23.96 | 64
met1 | 38 | 15.45 | 533
met5 | 0 | 0 | -
li1 | - | - | 655
per-stage QoR:
stage / area, sq um / hold WS [ns] / TNS, ns / utilization (%)
2_1_floorplan: 714.4 / 0.4564 / 0 / -
3_3_place_gp: 2059 / 1.084 / -16.68 / 56.68
3_5_place_dp: 2059 / 1.101 / -16.98 / 56.68
4_1_cts: 1976 / 0.7573 / -2.748 / 54.37
5_1_grt: 2014 / 0.7281 / -4.272 / 55.44
6_report: 2014 / 0.6930 / -2.648 / 55.44
repair_timing:
item | 4_1_cts | 5_1_grt
gates cloned | 3 | 0
setup buffers | 4 | 2
endpoints found under the setup margin | 32 | 32
gates resized | 190 | 7
pin swaps | 34 | 30
kinds of logic after synthesis:
| logic type | count (synthesis) | synth area share [%] |
|---|---|---|
| buffers and inverters | 11 | 14.89 |
| and+or+nand+nor | 32 | 16.81 |
| AOI/OAI and AO/OA | 32 | 23.47 |
| muxes | 32 | 44.83 |
critical path, stage by stage:
cell and delay, ns:
buf_12 0.11, buf_12 0.12, buf_16 0.13, mux2i_1 0.11, o21ai_1 0.13, buf_2 0.11
No activity file was given, so power comes from the tool's default toggle rates.
